$ cat ./constraint.sdc
current_design day16

set clk_period 1.8
set clk_io_pct 0.2

create_clock -name clk0 -period $clk_period [get_ports {clk}]

set non_clock_inputs [all_inputs -no_clocks]
set_input_delay [expr $clk_period * $clk_io_pct] -clock clk0 $non_clock_inputs
set_output_delay [expr $clk_period * $clk_io_pct] -clock clk0 [all_outputs]
$ cat ./design.v
module  day16(
    input       logic       clk,
    input       logic       reset,
    input       logic  [1:0]cmd_i,
    output      logic   pselect_o,
    output      logic   penable_o,
    output      logic   pwrite_o,
    output      logic   paddr_o,
    output      logic   pwdata_o,
    input       logic   pready_i,
    input       logic   prdata_i
);
    typedef enum logic[1:0] {   IDLE,
                                SETUP,
                                ACCES } apb_state_t;
    apb_state_t state_nxt;
    apb_state_t state;
    logic   [31:0]rdata_q;
    always_ff@(posedge clk or posedge reset)
        if(reset)   state   <=  IDLE;
        else        state   <=  state_nxt;
    always_comb begin
        state_nxt   =   state;
        case(state)
            IDLE    :  if(|cmd_i)   state_nxt = SETUP;
                       else         state_nxt = IDLE;
            SETUP   :               state_nxt = ACCES;
            ACCES   :      if(pready_i)
                                    state_nxt = IDLE;
        endcase
    end
    assign  pselect_o       =   (state ==  SETUP) | 
                                (state ==  ACCES);
    assign  penable_o       =   (state ==  ACCES);
    assign  pwrite_o        =   cmd_i[1];
    assign  paddr_o         =   32'hDEADBEEF;
    assign  pwdata_o        =   rdata_q + 32'h1;
    always_ff@(posedge clk or posedge reset)
        if(reset)   
            rdata_q <=  32'h0;
        else if(penable_o && pready_i)
            rdata_q <= prdata_i;    
endmodule
$ cat ./run.sh
#!/bin/bash
# OpenROAD 26Q1-2900-gdf79404cd8, Yosys 0.63+post, stock flow scripts
make -C /OpenROAD-flow-scripts/flow DESIGN_CONFIG=/design/flow/config.mk WORK_HOME=/design/flow/orfs finish
$ cat ./config.mk
export PLATFORM = sky130hd
export DESIGN_NAME = day16
export DESIGN_NICKNAME = day16
export VERILOG_FILES = /design/flow/design.v
export SDC_FILE = /design/flow/constraint.sdc
export NUM_CORES = 4
export LEC_CHECK = 1
export CORE_AREA = 10 10 70 70
export DIE_AREA = 0 0 80 80
==> flow_metrics.py <==
# Auto-generated metrics
metrics = {
    "route": {
        "dr_total_vias": 150,
        "via_per_inst": 1.974,
        "postRouteWirelength_um": 496,
        "ant_nets": 0,
        "insertedDiodeCount": 0,
        "wire_per_inst_um": 6.526,
        "m1WireLength_um": 192,
        "wl_met2_um": 117,
        "route.met3.wl_um": 177,
        "drtIter0Drc": 6,
        "drc_errors": 0,
        "routed.top_layer": "met4",
        "firstDrtPassIters": 3,
    },
    "worst_setup_path": {
        "worstSetupPathType": "in2out",
        "worst-endpoint-required_ns": 1.44,
        "cpMaxStageDelayCell": "clkdlybuf4s50_1",
        "critPathMaxStageDelay_ns": 0.48,
        "crit_family": "buffers and inverters",
        "arrival_ns": 1.31,
        "timing.critical_path.mode_cell": "clkdlybuf4s50_1",
        "cp_num_cells": 2,
        "r2r_cells": 2,
        "crit_path_end_kind": "primary output",
        "critPathLaunchType": "input port",
        "path_cells": "clkdlybuf4s50_1 -> clkdlybuf4s50_1",
        "cp_num_buf_inv": 2,
        "path_max_fanout": 2,
    },
    "flow_run": {
        "warnings": 25,
        "maxCapViolCount": 0,
    },
    "power_and_ir_drop": {
        "power_mw": 0.3469,
        "clockPowerShare_pct": 36.4,
        "comb_power_share_pct": 27.6,
        "p_seq_share_pct": 36.0,
        "switchingPower_mw": 0.07602,
        "power_density_nw_per_um2": 983.1,
        "switching_share_pct": 21.92,
        "intPower_mw": 0.2708,
        "ir_drop_v": 0.0001775,
        "leakage_nw": 0.1525,
    },
    "global_route": {
        "grt-ovfl-total": 0,
        "antenna_found_initial": 0,
        "grt_pass1_wl_um": 848,
        "grt_max_degree": 5,
        "grt_use_total_pct": 1.855,
        "grt_pass1_vias": 180,
    },
    "timing": {
        "final_max_slew_viol_count": 0,
        "max_freq_ghz": 0.5987,
        "hold_viol_final": 0,
        "fin_tns_setup_ns": 0,
        "setup_viol": 0,
        "period_minus_slack_ns": 1.670,
        "finClkSkew_ns": 0.01049,
        "rsz0062_at_grt": "no",
        "finalCritPeriodShare_pct": 92.79,
    },
    "logic_synthesis": {
        "ys_seq_share_pct": 54.36,
        "ys_types": 11,
        "yosys_area_um2": 186.4,
        "syn_area_um2": 186.4,
        "synthCells": 18,
        "synth_dominant_cell_count": "inv_1",
        "fa_ha_area_share_pct": 0,
        "synth_top_flop_cell": "dfrtp_1",
        "top_cells_by_count": "4 x inv_1, 3 x dfrtp_1, 2 x buf_4, 2 x nor2_1",
        "ys_warn_count": 1,
        "simple_gate_share_pct": 10.74,
        "ys.flops": 4,
        "ys_async_sr_fraction_pct": 100.0,
        "compound_area_share_pct": 8.725,
        "yosysCellCount": 18,
        "yosysTopAreaCell": "dfrtp_1",
        "synth_top_area_share_pct": 40.27,
        "edf_count": 0,
        "ys_top_logic_family": "buffers and inverters",
        "mux_share_pct": 8.054,
        "topCellsByArea": "dfrtp_1 40%, dfstp_2 14%, buf_4 8.1%",
        "ys_sh_xor_pct": 0,
        "syn_area_per_cell_um2": 10.36,
    },
    "die": {
        "fp-utilization_pct": 5.458,
        "rows": 21,
        "die_h_um": 80,
        "io_pins": 11,
        "fp.dieW_um": 80,
        "coreArea_um2": 3416,
        "die-area_um2": 6400,
    },
    "finish": {
        "syn_to_final_growth_pct": 89.26,
        "stdcell_area_um2": 352.8,
        "combGateArea_um2": 55.05,
        "fillers": 411,
        "regArea_um2": 101.3,
        "final_layout_size_suffix_gt1_share_pct": 26.67,
    },
    "placement": {
        "gp_congestion": 0.6578,
        "place_area_um2": 326.6,
        "dpl.hpwl_um": 420.7,
        "portBuffers": 9,
    },
    "clock_network": {
        "ctsHoldBuffers": 0,
        "numClockSinks": 4,
        "numCtsBuffers": 3,
        "htreeDepth": 1,
        "cts_max_path_buffers": 2,
        "cts_resized": 0,
        "post_cts_buffers": 0,
        "cts_root_buffer": "clkbuf_4",
        "cts_tree": "built",
        "clk_pin_slew_ns": 0.04,
        "clock_latency_ns": 0.25,
    },
    "worst_hold_path": {
        "worstHoldPathType": "in2async",
    },
    "status": {
        "status": "finished clean",
    },
}
-- cell usage in the layout, fill, tap and decap left out, drive strengths merged --
cell type,count
clkbuf,4
dfstp,1
a21o,1
nand2,1
mux2,1
inv,4
clkdlybuf4s50,9
o31ai,1
nor2,2
buf,1
dfrtp,3
conb,1
or2,1
-- routing by layer --
layer,up-vias,global-route usage [%]
met4,0,0.5282
met2,14,1.846
met3,2,3.295
met5,-,0
met1,59,1.669
li1,75,-
-- path summary, 6_finish.rpt --
check                          from        to  slack (ns)
setup / recovery           cmd_i[1]  pwrite_o        0.13
min in group clk0          state[2]  state[1]        0.43
hold / removal                reset   rdata_q        0.29
max in group asynchronous     reset  state[0]        1.27
setup reg to reg           state[1]   rdata_q        0.89
hold reg to reg            state[2]  state[1]        0.43
-- power by group through the flow --
| stage | Clock [mW] | Sequential [mW] | Combinational (mW) |
|---|---|---|---|
| CTS | 0.130 | 0.125 | 0.0983 |
| global route | 0.141 | 0.130 | 0.108 |
| finish | 0.126 | 0.125 | 0.0958 |
-- stage by stage --
step | hold slack (ns) | instances | setup slack [ns] | utilization, %
3_5_place_dp | 0.4408 | 72 | 0.1216 | 9.560
6_report | 0.2924 | 76 | 0.1298 | 10.33
3_3_place_gp | 0.4323 | 72 | 0.1273 | 9.560
5_1_grt | 0.3034 | 76 | 0.08622 | 10.33
4_1_cts | 0.3008 | 76 | 0.1115 | 10.33
2_1_floorplan | 0.1254 | 18 | 0.8726 | -
-- kinds of logic after synthesis --
logic type,Yosys count
buf+inv,6
simple gates,4
flops,4
compound gates,2
mux,1
other cells,1
-- state kept, by name, indices dropped and copies added, names as in the netlist --
| signal | count |
|---|---|
| state | 3 |
| rdata_q | 1 |
-- layout make-up --
class | count | area share (%)
Sequential cell | 4 | 28.72
Inverter | 4 | 4.255
Timing Repair Buffer | 10 | 27.66
Tap cell | 46 | 16.31
Clock buffer | 4 | 7.447
Multi-Input combinational cell | 8 | 15.60
Power is estimated from default activity; no workload was simulated.
